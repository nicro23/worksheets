**./run.sh**
```bash
#!/bin/bash
# OpenROAD 26Q1-2900-gdf79404cd8, Yosys 0.63+post, stock flow scripts
make -C /OpenROAD-flow-scripts/flow DESIGN_CONFIG=/design/flow/config.mk WORK_HOME=/design/flow/orfs finish
```
**./config.mk**
```make
export PLATFORM = sky130hd
export DESIGN_NAME = MIPS_ALU
export DESIGN_NICKNAME = MIPS_ALU
export VERILOG_FILES = /design/flow/design.v
export SDC_FILE = /design/flow/constraint.sdc
export NUM_CORES = 4
export LEC_CHECK = 1
export CORE_UTILIZATION = 40
```
**./constraint.sdc**
```tcl
current_design MIPS_ALU

set clk_period 14.6
set clk_io_pct 0.2

create_clock -name clk0 -period $clk_period

set non_clock_inputs [all_inputs -no_clocks]
set_input_delay [expr $clk_period * $clk_io_pct] -clock clk0 $non_clock_inputs
set_output_delay [expr $clk_period * $clk_io_pct] -clock clk0 [all_outputs]
```
**./design.v**
```verilog
module MIPS_ALU (
    input [31:0] A,         
    input [31:0] B,         
    input [3:0] ALUControl,  
    output reg [31:0] ALUResult,  
    output Zero           
);
    assign Zero = (ALUResult == 32'b0);
    always @(*) begin
        case (ALUControl)
            4'b0000: ALUResult = A & B;          
            4'b0001: ALUResult = A | B;          
            4'b0010: ALUResult = A + B;          
            4'b0110: ALUResult = A - B;          
            4'b0111: ALUResult = (A < B) ? 32'b1 : 32'b0;  
            4'b1100: ALUResult = ~(A | B);       
            default: ALUResult = 32'b0;          
        endcase
    end
endmodule
```
==> results.sh <==
# source this file to load flow results
export IMPL_syn_to_final_growth_pct=17.7
export IMPL_portBuffers=101
export IMPL_post_synth_num_cell_types=96
export IMPL_fillers=1593
export IMPL_xor_share_pct=1.11
export IMPL_cellLeakagePower_nw=3.24
export IMPL_hold_buffers=0
export IMPL_num_io_pins=101
export IMPL_yosysTopAreaCell="ha_1"
export IMPL_rows=45
export IMPL_place_area_um2=7450
export IMPL_synthTopCellsByArea="ha_1 (20%), a21oi_1 (6.7%), inv_1 (5.7%), nor2_1 (5.2%), o21ai_0 (4.0%)"
export IMPL_drt_iter0_drc=921
export IMPL_die_h_um=128
export IMPL_grt_pass1_wl_um=37600
export IMPL_ys_sh_aoi_pct=41.1
export IMPL_top_cell="ha_1"
export IMPL_viasPerCell=6.23
export IMPL_core_area_um2=15300
export IMPL_hold_path_class="in2out"
export IMPL_ys_seq_share_pct=0
export IMPL_top_area_share_pct=20.0
export IMPL_avgSynthCellArea_um2=6.74
export IMPL_critPathCaptureType="output pin"
export IMPL_nClkBuffers=0
export IMPL_tightest_slew_ns=1.13
export IMPL_wl_per_cell_um=20.3
export IMPL_maxSlewHeadroom_pct=23.8
export IMPL_worst_slack_ns=3.81
export IMPL_ant_nets=0
export IMPL_dp_cells=1207
export IMPL_final_max_slew_viol_count=0
export IMPL_yosysWarnings=1
export IMPL_arrival_ns=7.87
export IMPL_max_vdd_ir_drop_v=0.0000187
export IMPL_n_antenna_cell=0
export IMPL_dr_pass1_iters=6
export IMPL_warning_count=101
export IMPL_drive_gt1_share_pct=6.02
export IMPL_min_period_ns=10.79
export IMPL_die_area_um2=16300
export IMPL_gp_congestion=1.02
export IMPL_drt_total_wl_um=24500
export IMPL_antenna_found_initial=0
export IMPL_p_total_uw=286
export IMPL_final_util_pct=48.7
export IMPL_layoutNonFillerInstCount=1207
export IMPL_path_class="in2out"
export IMPL_holdWs_ns=7.16
export IMPL_drv_cap=0
export IMPL_mux_share_pct=1.15
export IMPL_top_cells_by_count="ha_1 (101), inv_1 (96), nor2_1 (88)"
export IMPL_post_cts_buffers=0
export IMPL_rsz0062_at_grt="no"
export IMPL_final_hold_violation_count=0
export IMPL_finalClockPeriodUsage_pct=73.9
export IMPL_max_freq_mhz=92.7
export IMPL_syn_area_um2=6330
export IMPL_drc_errors=0
export IMPL_cts_resized=0
export IMPL_logic_family="AND-OR/OR-AND gates"
export IMPL_track_usage_pct=29.6
export IMPL_vias=7515
export IMPL_adder_share_pct=20.6
export IMPL_required_ns=11.68
export IMPL_outcome="finished, final reports clean"
export IMPL_grt_max_degree=33
export IMPL_crit_fanout=21
export IMPL_grt_remaining_overflow=0
export IMPL_die_w_um=128
export IMPL_register_area_um2=0
export IMPL_ys_area_um2=6330
export IMPL_design_area_um2=7450
export IMPL_critPathLaunchType="primary input"
export IMPL_grt_pass1_vias=6648
export IMPL_ys_cells=940
export IMPL_finalSetupTns_ns=0
export IMPL_dpl_hpwl_um=19100
export IMPL_simple_gate_area_share_pct=26.3
export IMPL_logic_area_um2=5740
export IMPL_p_per_area_nw_per_um2=38.4
export IMPL_finalSetupViolations=0
export IMPL_syn_inst=940
export IMPL_pre_cts_slack_ns=3.94
export IMPL_initCoreUtil_pct=41.3
export IMPL_ff_count=0
-- power breakdown --
| part | switching, mW | internal [mW] | total (mW) |
|---|---|---|---|
| combinational | 0.168 | 0.118 | 0.286 |
| clock | 0 | 0 | 0 |
| sequential | 0 | 0 | 0 |
| total | 0.168 | 0.118 | 0.286 |
-- final timing paths --
kind | from | to | slack [ns] | depth (start not counted)
worst min-delay path | ALUControl[1] | ALUResult[13] | 7.16 | 4
worst max-delay path | ALUControl[3] | Zero | 3.81 | 12
-- cells by family after synthesis --
family | Yosys count
multiplexers | 7
AND/OR/NAND/NOR | 309
AND-OR/OR-AND | 361
XOR/XNOR | 8
adder cells (fa/ha/maj) | 103
buffers and inverters | 152
-- critical path: stages --
cell             delay, ns
clkdlybuf4s50_1       1.03
nor2_1                0.35
nand2_1               0.49
buf_4                 0.35
o31a_1                0.17
nand3_1               0.08
or4_1                 0.48
or4_1                 0.45
or4_1                 0.47
nor4b_2               0.24
nor4b_2               0.30
clkdlybuf4s50_1       0.52
-- layout by cell type (no fill, tap or decap), types with 9 or more instances in the layout --
cell	count
nor3_1	17
o21bai_1	10
clkdlybuf4s50_1	101
nand2_1	62
nand2b_1	17
a211oi_1	18
a221oi_1	18
inv_1	96
a221o_1	9
or4_1	10
o31ai_1	9
nor2b_1	13
o21ai_0	50
a21o_1	19
nor2_1	88
ha_1	101
buf_4	11
o211ai_1	15
o21a_1	9
nand3_1	15
nand4_1	12
a21oi_1	85
and2_1	10
-- final cells by class --
cell class	instances	area share, %
multi-input combinational	788	77.0
timing repair buffer	112	14.7
inverter	96	4.83
tap	211	3.54
-- layer usage --
layer / up-vias / global-route usage (%) / share of wire (%)
li1: 3634 / - / -
met1: 3409 / 44.3 / 45
met2: 421 / 44.9 / 43
met3: 51 / 3.61 / 9.3
met4: 0 / 7.40 / 2.9
met5: - / 0.619 / 0
Power figures rest on the tool's default switching activity, not on a simulated workload.
