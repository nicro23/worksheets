$ cat design.v
module InstructionMemory (
    input [31:0] Address,         
    output reg [31:0] Instruction  
);
    reg [7:0] memory [0:127];     
    initial begin         
        for (integer i = 0; i < 128; i = i + 1) begin
            memory[i] = 8'b0;    
        end
        memory[0] = 8'h20;  
        memory[1] = 8'h02;  
        memory[2] = 8'h00;  
        memory[3] = 8'h01;  
        memory[4] = 8'h20;
        memory[5] = 8'h03;
        memory[6] = 8'h00;
        memory[7] = 8'h02;
        memory[8] = 8'h00;
        memory[9] = 8'h00;
        memory[10] = 8'h00;
        memory[11] = 8'h00;
        memory[12] = 8'h01;
        memory[13] = 8'h03;
        memory[14] = 8'h40;
        memory[15] = 8'h20;
        memory[16] = 8'h20;
        memory[17] = 8'h04;
        memory[18] = 8'h00;
        memory[19] = 8'h04;
    end
    always @(*) begin
        Instruction = {memory[Address[31:0]], memory[Address[31:0] + 1], memory[Address[31:0] + 2], memory[Address[31:0] + 3]}; 
    end
endmodule
$ cat run.sh
#!/bin/bash
# OpenROAD 26Q1-2900-gdf79404cd8, Yosys 0.63+post, stock flow scripts
make -C /OpenROAD-flow-scripts/flow DESIGN_CONFIG=/design/flow/config.mk WORK_HOME=/design/flow/orfs finish
$ cat config.mk
export PLATFORM = sky130hd
export DESIGN_NAME = InstructionMemory
export DESIGN_NICKNAME = InstructionMemory
export VERILOG_FILES = /design/flow/design.v
export SDC_FILE = /design/flow/constraint.sdc
export NUM_CORES = 4
export LEC_CHECK = 1
export CORE_AREA = 10 10 71 71
export DIE_AREA = 0 0 81 81
$ cat constraint.sdc
current_design InstructionMemory

set clk_period 1.9
set clk_io_pct 0.2

create_clock -name clk0 -period $clk_period

set non_clock_inputs [all_inputs -no_clocks]
set_input_delay [expr $clk_period * $clk_io_pct] -clock clk0 $non_clock_inputs
set_output_delay [expr $clk_period * $clk_io_pct] -clock clk0 [all_outputs]
==> ci_impl_report.md <==
### Yosys + OpenROAD results

| Metric | Value |
|---|---|
| Status | finished, violations left |
| Violated checks | negative setup slack |
| Layout cells sized above 1 | 64.29% |
| Dpl ws | -1252 ps |
| Area after DPL | 0.001773 mm^2 |
| Avg WL per Cell | 18.79 um |
| GRT Overall Usage | 13.90% |
| Tool Warnings | 69 |
| Fmax | 0.4356 GHz |
| Total Wirelength | 5899 um |
| Critical path class | in2out |
| Syn Area/Cell | 6.777 um^2 |
| Cell family with most CP delay | simple AND/OR/NAND/NOR gates |
| Finished Core Util | 70.18% |
| Min cycle time layout | 2296 ps |
| Cell Area, Synth | 0.001139 mm^2 |
| Slowest Stage Delay on Critical Path | 540 ps |
| Distinct lib cells | 48 |
| Fp_density | 31.34% |
| Synth warn | 1 |
| RSZ-0062 raised after global routing | yes |
| Required time of the critical path | 1520 ps |
| CP max FO | 4 |
| Final non-filler cell total | 314 |
| Cell taking the most area after synthesis | ha_1 |
| CP startpoint kind | input pin |
| Dpl hpwl | 3184 um |
| ANT nets after route | 0 |
| Setup ws final | -395.6 ps |
| Vias per cell | 5.503 |
| Register share after synthesis | 0% |
| Cell area leaders | ha_1 (13%), buf_4 (8.6%), a21oi_1 (6.6%) |
| Flop count | 0 |
| Yosys cell count | 168 |
| GRT Residual Overflow | 0 |
| Leak | 1.111 nW |
| Count leader, synth | a21oi_1 |
| I/O pins | 64 |
| Std-Cell Rows | 22 |
| GP Congestion | 0.9152 |
| Fin. Hold Viols | 0 |
| Total iterations of the first detailed-routing run | 4 |
| CP Capture Type | output port |
| Vias in the first global route | 1557 |
| DRC viols | 0 |
| Largest net degree at the start of global routing | 24 |
| Crit-path slowest cell | or4b_4 |
| Chip area | 0.006561 mm^2 |
| Pwr dens | 232.6 mW/mm^2 |
| Final instance area | 0.002550 mm^2 |
| Maximum VDD drop | 0.1558 mV |
| Core area | 0.003633 mm^2 |
| Overall die height | 81 um |
| Period utilization | 120.8% |
| Post-Synthesis Cells | 168 |
| Starting DRT DRC Count | 126 |
| Via count | 1728 |
| Clock buf count | 0 |
| Initial antenna violation count | 0 |
| Inst Count DP | 280 |
| First-pass GRT wire length | 7576 um |
| Reg area | 0 um^2 |
| Crit path cell chain | buf_12 > ha_4 > and3_4 > o31a_1 > or4b_4 > a22oi_2 > buf_2 |
| Top cells by count | a21oi_1 (15), buf_4 (13), ha_1 (12), nor2_1 (12), nand2_1 (10) |
| Fill cells | 215 |
| Final setup viols | 16 |
| Layout area overhead | 124.0% |
| Diodes inserted | 0 |
| HP Class | in2out |
| Maximum capacitance violations | 0 |
| Buffers added on ports | 27 |
| Slew Limit Fails | 0 |
| # hold bufs at CTS | 0 |
| Post-synth area from yosys stat | 0.001139 mm^2 |
| Buf+Inv Stages, Crit Path | 2 |
| Die W | 81 um |
| Top-area cell share | 13.19% |
| Critical Path AT | 1920 ps |
[worst paths after layout]
| path | to | cells past startpoint | start |
|---|---|---|---|
| worst max-delay path | Instruction[1] | 7 | Address[2] |
| worst min-delay path | Instruction[14] | 4 | Address[2] |
[what timing repair did]
action	CTS	global route
endpoints found under the hold margin	0	0
pin swaps	41	28
setup endpoints to repair	20	18
buffers inserted	21	11
gates resized	168	43
cloned	1	1
[per-stage QoR]
step / setup TNS [ps] / hold WS, ps / total power (W)
after floorplan: -199.1 / 878.1 / 0.0002059
after global placement: -19090 / 1921 / 0.0003369
after detailed placement: -19240 / 1933 / 0.0003371
after CTS: -2569 / 1197 / 0.0004690
after global routing: -4563 / 1248 / 0.0006253
final: -3516 / 1232 / 0.0005932
[per-layer routing]
| metal | share of wire (%) | track usage [%] | vias up |
|---|---|---|---|
| li1 | - | - | 801 |
| met1 | 44 | 19.88 | 807 |
| met2 | 44 | 23.01 | 108 |
| met3 | 9.4 | 2.004 | 12 |
| met4 | 2.5 | 0 | 0 |
| met5 | 0 | 0 | - |
[area by class of cell]
type | instances | area (um^2) | area share [%]
Timing Repair Buffer | 111 | 977.2 | 38.32
Tap cell | 48 | 60.06 | 2.355
Inverter | 8 | 42.54 | 1.668
Multi-Input combinational cell | 147 | 1470 | 57.65
[where the power goes]
group	internal [W]	switching [W]
clock network	0	0
registers	0	0
logic	0.000316	0.000278
total	0.000316	0.000278
[placed cells by master (no fill, tap or decap), drive strengths merged, types with 4 or more instances in the layout]
cell	n
a21oi	15
o21ai	5
clkbuf	4
nor2	12
xnor2	6
ha	12
o211ai	4
inv	8
and3	6
mux2i	6
nand2	10
nand3b	5
nor3	6
conb	12
buf	102
a31oi	8
[logic make-up after synthesis]
| family | after synthesis | share of synthesized area [%] |
|---|---|---|
| buf+inv | 32 | 16.15 |
| xor+xnor | 7 | 6.044 |
| compound gates | 48 | 27.91 |
| simple gates | 62 | 31.10 |
| mux | 6 | 5.275 |
| other cells | 1 | 0.3294 |
| fa+ha+maj | 12 | 13.19 |
Power figures rest on the tool's default switching activity, not on a simulated workload.
